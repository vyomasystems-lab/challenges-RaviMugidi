$ cat ./run.sh
#!/bin/bash
# OpenROAD 26Q1-2900-gdf79404cd8, Yosys 0.63+post, stock flow scripts
make -C /OpenROAD-flow-scripts/flow DESIGN_CONFIG=/design/flow/config.mk WORK_HOME=/design/flow/orfs finish
$ cat ./config.mk
export PLATFORM = sky130hd
export DESIGN_NAME = seq_detect_1011
export DESIGN_NICKNAME = seq_detect_1011
export VERILOG_FILES = /design/flow/design.v
export SDC_FILE = /design/flow/constraint.sdc
export NUM_CORES = 4
export LEC_CHECK = 1
export CORE_AREA = 10 10 70 70
export DIE_AREA = 0 0 80 80
$ cat ./constraint.sdc
current_design seq_detect_1011

set clk_period 1.0
set clk_io_pct 0.2

create_clock -name clk0 -period $clk_period [get_ports {clk}]

set non_clock_inputs [all_inputs -no_clocks]
set_input_delay [expr $clk_period * $clk_io_pct] -clock clk0 $non_clock_inputs
set_output_delay [expr $clk_period * $clk_io_pct] -clock clk0 [all_outputs]
$ cat ./design.v
module seq_detect_1011(seq_seen, inp_bit, reset, clk);
  output seq_seen;
  input inp_bit;
  input reset;
  input clk;
  parameter IDLE = 0,
            SEQ_1 = 1, 
            SEQ_10 = 2,
            SEQ_101 = 3,
            SEQ_1011 = 4;
  reg [2:0] current_state, next_state;
  assign seq_seen = current_state == SEQ_1011 ? 1 : 0;
  always @(posedge clk)
  begin
    if(reset)
    begin
      current_state <= IDLE;
    end
    else
    begin
      current_state <= next_state;
    end
  end
  always @(inp_bit or current_state)
  begin
    case(current_state)
      IDLE:
      begin
        if(inp_bit == 1)
          next_state = SEQ_1;
        else
          next_state = IDLE;
      end
      SEQ_1:
      begin
        if(inp_bit == 1)
          next_state = IDLE;
        else
          next_state = SEQ_10;
      end
      SEQ_10:
      begin
        if(inp_bit == 1)
          next_state = SEQ_101;
        else
          next_state = IDLE;
      end
      SEQ_101:
      begin
        if(inp_bit == 1)
          next_state = SEQ_1011;
        else
          next_state = IDLE;
      end
      SEQ_1011:  
      begin
        next_state =IDLE;
      end
    endcase
  end
endmodule
==> ci_impl_report.md <==
## Synthesis and layout report

| Metric | Value |
|---|---|
| Fp_density | between 5 and 6% |
| Synth top cell by count | nor2b_1 |
| Outcome | finished, violations left |
| HPWL after DPL | between 300 and 400 um |
| Largest net degree at the start of global routing | 5 |
| Tot Pwr | 0.3602 mW |
| Final period util | 111.6% |
| CP Data Arrival Time | approximately 0.9 ns |
| Area leader, netlist | dfxtp_1 |
| # port buffers | 3 |
| Cells after synthesis | 17 |
| Synth Flop Type | dlxtn_1 |
| Io pins | 4 |
| DP Area | roughly 290 um2 |
| Cell total in the yosys stat output | 17 |
| WL final | 471 um |
| Startpoint Class | flip-flop |
| Clock transition at path regs | approximately 0.040 ns |
| Yosys warning count | 1 |
| Hold path startpoint | reset |
| Initial antenna violation count | 0 |
| Hold/Removal Path Class | primary input to flip-flop |
| Die W | approximately 80 um |
| Crit path kind | flip-flop to primary output |
| Final ANT Viol Nets | 0 |
| Final Cell Area | roughly 340 um2 |
| CTS Buffer Depth | 2 |
| Global Route Usage Sum | 1.530% |
| Unrepaired setup endpoints after global routing | yes |
| CP peak stage delay | around 0.33 ns |
| WHS Path Cells | 2 |
| Worst Setup End Kind | primary output |
| Die ar. | between 6000 and 7000 um2 |
| Post-synth regs | 6 |
| Critical Path Stages | 2 |
| Synthesized area per cell | between 10 and 15 um2 |
| Static leakage | about 0.13 nW |
| Worst hold slack | approximately 0.56 ns |
| Crit-path cells | nor3b_4 -> buf_2 |
| Top cells by area | dfxtp_1, dlxtn_1, nor2b_1 |
| CP Max Fanout | 2 |
| Slew Viols, Final | 0 |
| Mapped Area | around 180 um2 |
| CP max-delay cell | dfxtp_2 |
| Yosys Chip Area | between 150 and 200 um2 |
| Max VDD drop | around 210 uV |
| Pre-CTS setup slack | -0.3588 ns |
| Worst Setup SP | current_state[0]$_SDFF_PP0_ |
| Finished Layout Cells | roughly 75 |
| Layout cells sized above 1 | between 40% and 50% |
| Fillers | roughly 400 |
| First-pass GRT wire length | around 750 um |
| Max H-tree Level | 1 |
| Worst slew margin | between 80% and 90% |
| Tool Warnings | 27 |
| Root Buffer | clkbuf_4 |
| Layout area overhead | 88.89% |
| Inserted Diodes | 0 |
| Least-Margin Pin Slew | around 0.17 ns |
| DRC violations left | 0 |
| Vias in the first global route | roughly 160 |
| Violated checks | negative setup slack |
| Top-area cell share | 33.33% |
| 1st-iter DRT viols | 6 |
| Row count | 21 |
| WP buf/inv | 1 |
| Drt first pass iters | 4 |
| Total CTS buffers | 3 |
| Dpl cells | ~69 |
| Pwr per Cell Area | 1059 nW/um2 |
| # hold bufs at CTS | 0 |
| GR Overflow Total | 0 |
| Top post-synthesis cells by count | nor2b_1, dfxtp_1, dlxtn_1 |
| Cell family with most CP delay | flip-flops |
| Setup TNS | -0.1159 ns |
| CTS tree | yes |
| Post-synth EDFFs | 0 |
| GPL Wtd Cong | 0.7039 |
| Fmax | ~900 MHz |
| Distinct lib cells used | 9 |
| Die y size | roughly 80 um |
| Number of max-cap violations | 0 |
| Register pins left without a clock | 3 |
| Endpoints left unconstrained | 3 |
| Vias/cell | 2.187 |
| Critical path data required time | around 0.8 ns |
| Final Core Density | between 9 and 10% |
| Core box area | 3416 um2 |
| Async set or reset register ratio after synthesis | 0% |
| DR vias | around 160 |
| Routed len/inst | 6.280 um |
| Fin. Hold Viols | 0 |
| Fin crit period | 1.116 ns |
| Final setup vio count | 1 |
| Worst setup slack after layout | -0.1159 ns |
[per-layer routing]
layer / wire length [um] / track usage [%] / vias to the layer above
met5: 0 / 0 / -
met4: 0 / 0.1761 / 0
met3: 121 / 2.159 / 0
met2: 136 / 1.525 / 7
met1: 214 / 1.799 / 74
li1: - / - / 83
[sequential cells by signal, summed over array words and instances, names as in the netlist]
register       cells
current_state      3
next_state         3
[area by class of cell]
class / instances / area (um2) / share of cell area (%)
timing repair buffer: 8 / 62.56 / 18.38
tap: 46 / 57.56 / 16.91
sequential: 6 / 107.6 / 31.62
clock buffer: 4 / 26.28 / 7.721
multi-input combinational: 11 / 86.33 / 25.37
[power by group]
part	switching (mW)	internal (mW)	total (mW)	leakage [nW]
Combinational	0.00605	0.0113	0.0173	0.0697
Sequential	0.00129	0.122	0.124	0.0487
Clock	0.0694	0.150	0.219	0.0150
Total	0.0767	0.284	0.360	0.133
[placed cells by master, fill, tap and decap left out]
cell type,count
nor3b_4,1
dfxtp_1,1
dlxtn_1,3
clkbuf_4,3
nor2b_1,4
buf_2,1
nor3b_1,1
a21oi_1,1
dfxtp_2,2
clkbuf_1,1
and3_1,1
clkdlybuf4s50_1,2
or3b_1,1
o21a_1,1
buf_4,5
nand3b_1,1
[path summary, 6_finish.rpt]
kind / to
hold / removal: current_state[2]$_SDFF_PP0_
setup / recovery: seq_seen
[kinds of logic after synthesis]
| logic type | after synthesis | share of synthesized area, % |
|---|---|---|
| flops | 3 | 33.33 |
| latches | 3 | 25.00 |
| compound gates | 2 | 6.943 |
| simple gates | 9 | 34.72 |
[timing repair]
action | CTS | global route
setup buffers | 0 | 2
cloned | 0 | 0
pin swaps | 1 | 0
setup endpoints to repair | 1 | 1
resized | 8 | 0
Power figures rest on the tool's default switching activity, not on a simulated workload.
